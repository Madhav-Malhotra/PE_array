[flow/run.sh]
#!/bin/bash
# OpenROAD 26Q1-2900-gdf79404cd8, Yosys 0.63+post, stock flow scripts
make -C /OpenROAD-flow-scripts/flow DESIGN_CONFIG=/design/flow/config.mk WORK_HOME=/design/flow/orfs finish
[flow/config.mk]
export PLATFORM = sky130hd
export DESIGN_NAME = pe
export DESIGN_NICKNAME = pe
export VERILOG_FILES = /design/flow/design.v
export SDC_FILE = /design/flow/constraint.sdc
export NUM_CORES = 4
export LEC_CHECK = 1
export CORE_UTILIZATION = 30
[flow/constraint.sdc]
current_design pe

set clk_period 27.0
set clk_io_pct 0.2

create_clock -name clk0 -period $clk_period [get_ports {clk}]

set non_clock_inputs [all_inputs -no_clocks]
set_input_delay [expr $clk_period * $clk_io_pct] -clock clk0 $non_clock_inputs
set_output_delay [expr $clk_period * $clk_io_pct] -clock clk0 [all_outputs]
[flow/design.v]
`default_nettype none
`timescale 1ns / 1ps
module pe #(
    parameter IN_PRECISION = 16,
    parameter OUT_PRECISION = 32,       
    parameter REG_SIZE = 4
) (
    input wire clk,                     
    input wire rst,                     
    input wire [IN_PRECISION-1:0] act,  
    input wire [IN_PRECISION-1:0] wgt,  
    input wire store,                   
    input wire reuse,                   
    input wire [REG_SIZE-1:0] addr,     
    input wire update_out,              
    output reg [OUT_PRECISION-1:0] out  
);
    reg [OUT_PRECISION-1:0] regfile [REG_SIZE-1:0];
    reg start_new_dot_product; 
    always @(posedge clk) begin
        if (rst) begin
            for (int i=0; i<REG_SIZE; i=i+1) begin
                regfile[i] <= 0;
            end
            out <= 0;
            start_new_dot_product <= 0;
        end 
        else begin
            if (store) begin
                regfile[addr] <= wgt;
            end 
            if (start_new_dot_product) begin
                if (reuse) begin                                 
                    regfile[0] <= act * regfile[addr];
                end else begin                                   
                    regfile[0] <= act * wgt;    
                end
                start_new_dot_product <= 0;
            end 
            else begin
                if (reuse) begin                                     
                    regfile[0] <= regfile[0] + act * regfile[addr];
                end else begin                                       
                    regfile[0] <= regfile[0] + act * wgt;
                end
            end
            if (update_out) begin
                out <= regfile[0];
                start_new_dot_product <= 1;  
            end
        end
    end
endmodule
==> run notes <==
Results of the run.

Setup repair after global routing left no endpoint under its margin. The number of warning messages in the yosys log is 1. The number of logged tool warnings is 28. The share of async-settable or async-resettable flops after synthesis is 0. The antenna diode count is 0. The actual transition at the worst max-transition pin is slightly above 0.9 ns. In the final layout, the share of cells above drive strength 1 is 0.0455. The cell at the slowest stage of the critical path is sky130_fd_sc_hd__mux4_2. Port buffering added roughly 70 buffers. The number of failing hold endpoints at the final stage is 0. Looking at the clock tree report, the H-tree level count equals 4. The chip area line in the Yosys stat output reads ~0.028 sq mm. The violation tally recorded at the end of detailed-routing iteration 0 is approximately 960. The CTS buffer count is 17. The critical path maximum fanout is 24. Note, the detailed placer reported a final HPWL of roughly 61 mm. For the worst-skew pair, the clock arrives at the later sink with an insertion delay of around 0.46 ns. The total area inside the core boundary comes to a little over 0.09 sq mm. Per the GRT congestion report, total overflow comes to 0. The buffer depth of the longest clock path is 2. The tightest hold path in the finished design has a slack of 0.495 ns. Per the Yosys statistics, synthesis produced 3189 cells. The number of buffers inserted by post-CTS setup repair is 0. The most common logic cell in the final layout is sky130_fd_sc_hd__inv_1.

In this design, the largest share of critical-path delay is due to adder cells. Pins over their slew limit in the final report were tallied at 0. The initial antenna violation count was 5. The script parses the final routing iteration and logs DRC violations as 0. The chip occupies between 0.09 and 0.1 sq mm. The worst setup path is launched from an input port. The post-route antenna net violation count is 0. The cell area reported after detailed placement is 0.0305 sq mm. The average size of a mapped cell is slightly below 9 sq um. The final core utilization is 0.332. The via count of the first global-routing pass is 22533.

The signal arrival time at the worst endpoint is ~15 ns. The final critical delay including setup and external delays is 14.81 ns. The post-cts hold buffer count is 0. The dominant synthesized flop cell is sky130_fd_sc_hd__edfxtp_1. The run finished with clean final reports. The library cell used as clock root buffer is sky130_fd_sc_hd__clkbuf_16. The count of state elements after synthesis is 113. The global routing usage summed across all routing layers is 0.183. The CTS clock-pin slew for the worst setup and hold paths is 0.08 ns. The sum of negative setup slack is 0 ns.

The number of vias per cell is approximately 4.8. Post-route period utilization is reported as 0.549. The finished layout cell area is about 0.031 sq mm. The I/O pin total is 73.

TritonCTS built the clock tree. The die height is between 300 and 400 um. The first global-routing pass estimated roughly 130 mm of wire. For this configuration, the core starts out at a cell density of 0.303. The final setup skew is 0.0338 ns. The synthesized cell area is 0.0283 sq mm.

The count of cells resized by post-cts repair is 0. The kind of end point of the critical path is a register. The routed design shows a wire length per standard cell of between 15 and 20 um.

Counting flops with a built-in enable in the synthesized netlist gives 80. The timing-limited maximum frequency is between 0.06 and 0.07 GHz. The final wirelength is roughly 80 mm. The number of cells produced by synthesis is between 3000 and 4000.

The required time at the worst endpoint is listed as 27.28 ns. The number of buffers and inverters on the critical path is 4. Setup violations remaining at the end of the flow were counted as 0. The gate-level netlist out of Yosys references approximately 77 unique cell types. The horizontal die size is 309 um. The longest incremental delay of any stage on the critical path is reported as 0.82 ns.

The placer's final routability congestion estimate is about 0.96. For this run, the register share of the synthesized area comes to 0.108. Entering global routing, the biggest net connects between 40 and 50 pins. The reported max-cap violation count is 0.

Headroom to the max-slew limit came out at 0.394. The class of the worst hold path is register to register. The top cell types in the final layout, fill and taps aside, are sky130_fd_sc_hd__inv_1 (587), sky130_fd_sc_hd__fa_1 (500), sky130_fd_sc_hd__nand2_1 (456). Between the synthesized netlist and the finished layout, the area growth was recorded as 9.61%. After floorplanning, the core was divided into roughly 110 placement rows. The kind of critical path is input port to register.

The total clock sinks is about 110. The first TritonRoute pass finished after 5 iterations. The total via count after detailed routing is roughly 22000. The cell seen most often among critical-path stages is sky130_fd_sc_hd__fa_1.
==> metrics by stage <==
stage               setup slack, ns  instances
global placement              11.75       4433
detailed placement            11.77       4433
finish                        12.19       4465
floorplan                     12.61       3220
CTS                           12.22       4465
global route                  11.72       4465
==> cell families (layout without fill, tap and decap cells) <==
family / after synthesis / count (layout) / synth area share
flip-flops: 113 / 113 / 0.108
AND-OR/OR-AND: 379 / 379 / 0.0896
AND/OR/NAND/NOR: 1019 / 1019 / 0.174
buffers and inverters: 751 / 742 / 0.0994
adder cells (fa/ha/maj): 732 / 732 / 0.455
XOR/XNOR: 129 / 129 / 0.0408
other: 1 / 32 / 0.000132
multiplexers: 65 / 65 / 0.0327
==> per-layer routing <==
metal	vias up	track usage	wire, um
met5	-	0	12
met3	97	0.0827	8820
li1	9983	-	-
met1	10603	0.245	33400
met4	2	0.0318	1680
met2	852	0.282	36400
==> sequential cells by signal, summed over array words and instances, names as in the netlist <==
name and flops:
out 32, regfile 80, start_new_dot_product 1
==> cell usage after synthesis, types with 17 or more instances <==
cell type	n	area [sq um]
sky130_fd_sc_hd__ha_1	232	2900
sky130_fd_sc_hd__nor2b_1	20	125
sky130_fd_sc_hd__mux2i_1	42	420
sky130_fd_sc_hd__nor2_1	117	439
sky130_fd_sc_hd__nor3_1	22	110
sky130_fd_sc_hd__and2_1	278	1740
sky130_fd_sc_hd__o21a_1	17	128
sky130_fd_sc_hd__edfxtp_1	80	2400
sky130_fd_sc_hd__nand2_1	456	1710
sky130_fd_sc_hd__a21oi_1	113	566
sky130_fd_sc_hd__dfxtp_1	33	661
sky130_fd_sc_hd__a21o_1	51	383
sky130_fd_sc_hd__nand2b_1	19	119
sky130_fd_sc_hd__o21bai_1	18	135
sky130_fd_sc_hd__xnor2_1	96	841
sky130_fd_sc_hd__inv_1	587	2200
sky130_fd_sc_hd__o21ai_0	48	240
sky130_fd_sc_hd__a211oi_1	33	248
sky130_fd_sc_hd__mux4_2	22	495
sky130_fd_sc_hd__clkbuf_1	151	567
sky130_fd_sc_hd__and3_1	22	138
sky130_fd_sc_hd__nand3_1	33	165
sky130_fd_sc_hd__fa_1	500	10000
sky130_fd_sc_hd__xor2_1	31	272
==> path summary, 6_finish.rpt <==
check	from	slack, ns	depth (start not counted)	to
min	out[16]	0.50	2	out[16]
min reg2reg	out[16]	0.50	2	out[16]
max	addr[1]	12.19	31	regfile[0][31]
max reg2reg	regfile[0][5]	17.58	29	regfile[0][31]
==> layout make-up <==
| type | instances | area, sq um |
|---|---|---|
| well taps | 1254 | 1570 |
| fillers | 9652 | 62400 |
| flip-flops and latches | 113 | 3060 |
| clock inverters | 15 | 164 |
| clock buffers | 17 | 425 |
| multi-input cells | 2356 | 22600 |
| inverters | 588 | 2210 |
| repair buffers | 122 | 1040 |
==> worst reg2reg max path: cells and delay by family (launching register included) <==
kind / cells / cell delay (ns)
compound gates: 9 / 2.60
xor+xnor: 1 / 0.15
fa+ha+maj: 8 / 3.47
buf+inv: 2 / 0.09
flops: 1 / 0.55
mux: 1 / 0.78
simple gates: 8 / 1.65
